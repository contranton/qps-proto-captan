==> flow/design.v <==
module spi_master (
    input logic spi_clk,             
    input logic SPI_EN,              
    input logic tx_trn,              
    input logic rx_trn,              
    input logic [7:0] addr,          
    input logic [15:0] wr_data,      
    input logic SPI_MISO,            
    input logic rst,                 
    output logic SPI_CS_Z,           
    output logic SPI_MOSI,           
    output logic SPI_SCLK,           
    output logic SPI_BUSY,           
    output logic SPI_READ_DONE,      
    output logic [23:0] read_data    
);
    logic [4:0] tx_count;
    logic counter_en;
    logic read_mode_en;
    logic spi_clk_out;
    logic cs_z;
    logic [23:0] tx_buff;
    logic [23:0] tx_buff1;
    logic [23:0] rx_buff;
    logic tx_out;
    logic read_done_flag;
    logic trn;
    logic fsm_start;
    logic [2:0] fsm_start_count;
    logic [23:0] temp;
    logic busy;
    logic read_done;
    logic st_trn;
    logic tx_trn_pulse;
    logic rx_trn_pulse;
    logic tx_trn_delay;
    logic rx_trn_delay;
    always @(posedge spi_clk or posedge rst) begin
        if (rst) tx_trn_delay <= 1'b0;
        else tx_trn_delay <= tx_trn;
    end
    assign tx_trn_pulse = tx_trn & (~tx_trn_delay);
    always @(posedge spi_clk or posedge rst) begin
        if (rst) rx_trn_delay <= 1'b0;
        else rx_trn_delay <= rx_trn;
    end
    assign rx_trn_pulse = rx_trn & (~rx_trn_delay);
    assign trn = (tx_trn_pulse | rx_trn_pulse) & (!busy);
    assign tx_buff = {addr,wr_data};
    always @(posedge spi_clk or posedge rst or posedge trn) begin
        if (rst) fsm_start_count <=  3'd0;
        else if (trn) fsm_start_count <=  3'd4;
        else if (fsm_start_count == 3'd0) fsm_start_count <= 3'd2;
        else fsm_start_count <=  (fsm_start_count - 3'd1);
    end
    assign fsm_start = (fsm_start_count == 3'd3) ? 1'b1 : 1'b0;
    assign counter_en = (fsm_start);
    always @(negedge spi_clk or posedge rst) begin
        if (rst) tx_count <=  5'd0;
        else if (counter_en) tx_count <=  5'd24;
        else if (tx_count == 5'd0) tx_count <=  5'd24;
        else tx_count <=  tx_count - 5'd1;
    end
    enum logic [2:0] {
        ST_IDLE = 3'd0,
        ST_TRN = 3'd1,
        ST_READ_DONE = 3'd2
    } curr_state, next_state;
    always@(negedge spi_clk or posedge rst) begin
        if (rst == 1'b1) curr_state <= ST_IDLE;
        else if (SPI_EN == 1'b1) curr_state <= next_state;
        else curr_state <= ST_IDLE;
    end
    always_comb begin
        case (curr_state)
            ST_IDLE: begin
                cs_z = 1'b1;
                busy = 1'b0;
                read_done_flag = 1'b0;
                tx_out = 1'b0;
                if (counter_en == 1'b1) begin
                    next_state = ST_TRN;
                end
                else begin next_state = ST_IDLE; end
            end
            ST_TRN: begin
                cs_z = 1'b0;
                read_done_flag = 1'b0;
                busy = 1'b1;
                tx_out = tx_buff[(tx_count - 5'd1)];
                if (tx_count == 5'd1) next_state = ST_READ_DONE;
                else next_state = ST_TRN;
            end
            ST_READ_DONE: begin
                cs_z = 1'b0;
                tx_out = 1'b0;
                busy = 1'b1;
                if ((tx_count == 5'd0) && (read_mode_en == 1'b1)) begin
                    read_done_flag = 1'b1;
                    next_state = ST_READ_DONE;
                end
                else begin
                    read_done_flag = 1'b0;
                    next_state = ST_IDLE;
                end
            end
            default: begin
                cs_z = 1'b1;
                busy = 1'b0;
                read_done_flag = 1'b0;
                tx_out = 1'b0;
                next_state = ST_IDLE;
            end
        endcase
    end
    assign st_trn = (curr_state == ST_TRN) ? 1'b1 : 1'b0;
    assign spi_clk_out = (st_trn) ? spi_clk : 1'b0;
    always @(posedge SPI_SCLK or posedge rst) begin
        if (rst) temp <=  24'h000000;
        else if (read_mode_en) temp <= {temp[22:0],SPI_MISO};
        else temp <=  24'h000000;
    end
    assign rx_buff = temp;
    always @(posedge rx_trn_pulse or negedge read_done_flag or posedge rst) begin
        if (rx_trn_pulse) read_mode_en <=  1'b1;
        else if (rst) read_mode_en  <= 1'b0;
        else if (!read_done_flag) read_mode_en <=  1'b0;
        else read_mode_en <=  1'b0;
    end
    always @(posedge read_done_flag or posedge counter_en or posedge rst) begin
        if (rst) read_done <= 1'b0;
        else if (counter_en) read_done <= 1'b0;
        else if (read_done_flag) read_done <= 1'b1;
        else read_done <= 1'b0;
    end
    assign read_data = rx_buff;
    assign SPI_MOSI = (!cs_z) ? (tx_out) : 1'b1;  
    assign SPI_SCLK = spi_clk_out;
    assign SPI_CS_Z = cs_z;
    assign SPI_BUSY = busy;
    assign SPI_READ_DONE = read_done;
endmodule
==> flow/run.sh <==
#!/bin/bash
# OpenROAD 26Q1-2900-gdf79404cd8, Yosys 0.63+post, stock flow scripts
make -C /OpenROAD-flow-scripts/flow DESIGN_CONFIG=/design/flow/config.mk WORK_HOME=/design/flow/orfs finish
==> flow/config.mk <==
export PLATFORM = sky130hd
export DESIGN_NAME = spi_master
export DESIGN_NICKNAME = spi_master
export VERILOG_FILES = /design/flow/design.v
export SDC_FILE = /design/flow/constraint.sdc
export NUM_CORES = 4
export LEC_CHECK = 1
export CORE_UTILIZATION = 30
==> flow/constraint.sdc <==
current_design spi_master

set clk_period 4.3
set clk_io_pct 0.2

create_clock -name clk0 -period $clk_period [get_ports {spi_clk}]

set non_clock_inputs [all_inputs -no_clocks]
set_input_delay [expr $clk_period * $clk_io_pct] -clock clk0 $non_clock_inputs
set_output_delay [expr $clk_period * $clk_io_pct] -clock clk0 [all_outputs]
==> impl_metrics.toml <==
# yosys + openroad results
[run_status]
status = "finished with violations"
violations = "setup timing"

[sta]
fin_ws_ps = -1420
finClkSkew_ps = 118
hold_slack_ps = 311
slew_headroom_pct = 60.2
rsz0062_at_grt = "true"
setup_viol = 5
worst-slew-pin-transition_ps = 597
untimed_endpoints = 1
tns_ps = -2550
finalHoldViolCount = 0
unclocked_regs = 2
drv_slew = 0

[global_routing]
antenna_found_initial = 0
grt_start_max_net_pins = 29
grt_use_total_pct = 13.1
grt_pass1_vias = 1360
grt-ovfl-total = 0
grt_pass1_wl_um = 6010

[yosys]
yosysWarningCount = 3
mux_area_share_pct = 11.2
ys.flops = 39
synthFlopType = "dfrtp_1"
synth_cells = 131
adder_share_pct = 4.44
synth_seq_share_pct = 58.7
async_flop_share_pct = 100
syn_area_per_cell_um2 = 12.9
ys_sh_xor_pct = 2.07
yosysUniqueCellTypes = 30
yosys.area_share.aoi_pct = 3.18
edf_count = 0
ys_sh_simple_pct = 16.6
synth.logic.top_family = "simple AND/OR/NAND/NOR gates"
syn_area_um2 = 1690
ys_chip_area_um2 = 1690
yosys_cells = 131

[place]
placed_area_um2 = 2430
placedCellCount = 266
place.gp.congestion = 0.836
portBuffers = 58
dp_hpwl_um = 2490

[route]
diodes = 0
drc_errors = 0
vias_per_cell = 4.49
dr.pass1.iters = 4
drt_wl_total_um = 3490
drt_iter0_markers = 35
ant_nets = 0
routedWlPerCell_um = 12.2
via_count = 1289

[power]
switching_share_pct = 19.3
power_density_nw_per_um2 = 157
max-vdd-ir-drop_v = 0.0000810
clockPowerShare_pct = 59.8
p_leak_nw = 1.25
p_seq_share_pct = 30.1
p_total_mw = 0.422
comb_power_share_pct = 10.1
internal_power_mw = 0.340
p_sw_mw = 0.0812

[clock_network]
clock_latency_ps = 770
cts_tree = "built"
path_clk_slew_ps = 50
cts_hold_buf = 0

[floorplan]
rows = 26
io_pins = 59
core-area_um2 = 5270
chip_area_um2 = 5940
die_h_um = 77.1
die_width_um = 77.1
floorplan.core_util_pct = 32.1

[worst_setup_path]
start_kind = "flop"
crit_path_end_kind = "output pin"
path_class = "flop to output pin"
timing.reg2reg.setup_slack_ps = 940
max_stage_delay_ps = 490
crit_fanout = 4
cp_common_cell = "mux4_2"
required_ps = 3440
critPathArrivalTime_ps = 4860
slowest_stage = "mux4_2"
crit_chain = "buf_6 -> mux4_2 -> mux4_2 -> a311o_1 -> buf_2"

[final_layout]
drive_above_1_share_pct = 21.2
layout_top_cell = "clkdlybuf4s50_1"
final_cell_mix = "clkdlybuf4s50_1, dfrtp_1, and2_1"
syn_to_final_growth_pct = 58.4
final_area_um2 = 2680
stdcell_count = 287

[worst_hold_path]
min_path_type = "flop to asynchronous set/reset pin"

[flow_run]
warnings = 34
drv_cap = 0
area by class of cell:
cell class / count / area, um^2
inverters: 8 / 32.5
clock buffers: 16 / 195
flip-flops and latches: 39 / 992
repair buffers: 74 / 722
fillers: 449 / 2590
multi-input cells: 79 / 646
well taps: 70 / 87.6
clock inverters: 1 / 3.75
registers in the layout, indices dropped and copies added, names as in the netlist:
| signal | count |
|---|---|
| curr_state | 3 |
| fsm_start_count | 3 |
| read_done | 1 |
| read_mode_en | 1 |
| rx_trn_delay | 1 |
| temp | 24 |
| tx_count | 5 |
| tx_trn_delay | 1 |
worst max-delay path, delay by kind of cell, from the launching register on:
| family | cells | cell delay [ps] |
|---|---|---|
| multiplexers | 2 | 960 |
| flip-flops | 1 | 480 |
| AND-OR/OR-AND | 1 | 280 |
| buffers and inverters | 2 | 270 |
final timing paths:
kind | from | to | depth (start not counted)
min reg2reg | tx_trn_delay$_DFF_PP0_ | fsm_start_count[1]$_DFF_PP0_ | 3
max | tx_count[0]$_DFF_NP0_ | SPI_MOSI | 5
max reg2reg | fsm_start_count[0]$_DFF_PP0_ | tx_count[3]$_DFF_NP0_ | 4
min | tx_trn_delay$_DFF_PP0_ | fsm_start_count[1]$_DFF_PP0_ | 3
max in group gated | curr_state[2]$_DFF_NP0_ | clock gate | 2
min in group clk0 | fsm_start_count[0]$_DFF_PP0_ | fsm_start_count[0]$_DFF_PP0_ | 1
min in group gated | curr_state[2]$_DFF_NP0_ | clock gate | 2
max in group asynchronous | curr_state[2]$_DFF_NP0_ | fsm_start_count[2]$_DFFSR_PPP_ | 6
power groups by stage:
stage / sequential [mW] / clock [mW] / combinational (mW)
CTS: 0.127 / 0.259 / 0.0440
global route: 0.127 / 0.269 / 0.0476
finish: 0.127 / 0.252 / 0.0427
Yosys cell counts (2+ instances only):
cell      number  area [um^2]
nand2_1       10         37.5
clkbuf_1       3         11.3
dfrtp_1       29          726
dfrtn_1        7          175
conb_1         2         7.51
nand2b_1       2         12.5
ha_1           6         75.1
inv_1          9         33.8
nand3_1        2         10.0
mux4_1         6          158
nor3_1         2         10.0
a21oi_1        4         20.0
and2_1        25          156
xnor2_1        4         35.0
nor2_1         5         18.8
cell families after synthesis:
logic type,after synthesis
other cells,2
compound gates,8
flops,39
mux,8
buf+inv,13
fa+ha+maj,6
simple gates,51
xor+xnor,4
repair_timing:
| action | CTS | global route |
|---|---|---|
| resized | 25 | 5 |
| endpoints found under the setup margin | 5 | 5 |
| buffers inserted | 7 | 3 |
| pin swaps | 3 | 3 |
metal layers:
layer / vias up / share of wire [%] / track usage, %
li1: 603 / - / -
met1: 625 / 47 / 19.9
met2: 59 / 45 / 19.2
met3: 2 / 6.7 / 3.87
met4: 0 / 1.1 / 3.21
met5: - / 0 / 0
metrics by stage:
step | setup slack (ps) | utilization, %
final | -1420 | 50.8
after global routing | -1540 | 50.8
after CTS | -1500 | 50.6
after detailed placement | -1030 | 46.1
after global placement | -1020 | 46.1
after floorplan | -647 | -
Power is estimated from default activity; no workload was simulated.
